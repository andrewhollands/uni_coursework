File: /design/flow/constraint.sdc
current_design Decoder

set clk_period 1.0
set clk_io_pct 0.2

create_clock -name clk0 -period $clk_period

set non_clock_inputs [all_inputs -no_clocks]
set_input_delay [expr $clk_period * $clk_io_pct] -clock clk0 $non_clock_inputs
set_output_delay [expr $clk_period * $clk_io_pct] -clock clk0 [all_outputs]
File: /design/flow/design.v
module Dec3to8(in, en, out);
  input wire [2:0] in;
  input wire en;
  output reg [7:0] out;
  always@(in,en)
    begin
      if (en == 1)
        case (in)
          3'b000: out = 8'b00000001;
          3'b001: out = 8'b00000010;
          3'b010: out = 8'b00000100;
          3'b011: out = 8'b00001000;
          3'b100: out = 8'b00010000;
          3'b101: out = 8'b00100000;
          3'b110: out = 8'b01000000;
          3'b111: out = 8'b10000000;
        endcase
      else if (en == 0)
        begin
          out = 8'b00000000;
        end
    end
endmodule
module Decoder(
  input [3:0] A,
  output [15:0] D
  );
  Dec3to8 dec1(.in(A[2:0]), .en(A[3]), .out(D[15:8]));
  Dec3to8 dec2(.in(A[2:0]), .en(~A[3]), .out(D[7:0]));
endmodule
module Decoder_Sim();
  reg [3:0] A_t;
  wire [15:0] D_t;
  Decoder UUT(
    .A(A_t),
    .D(D_t)
  );
  initial begin
    A_t = 4'b0000;
  end
  always #10 A_t[0] = ~A_t[0];
  always #20 A_t[1] = ~A_t[1];
  always #40 A_t[2] = ~A_t[2];
  always #80 A_t[3] = ~A_t[3];
endmodule
File: /design/flow/run.sh
#!/bin/bash
# OpenROAD 26Q1-2900-gdf79404cd8, Yosys 0.63+post, stock flow scripts
make -C /OpenROAD-flow-scripts/flow DESIGN_CONFIG=/design/flow/config.mk WORK_HOME=/design/flow/orfs finish
File: /design/flow/config.mk
export PLATFORM = sky130hd
export DESIGN_NAME = Decoder
export DESIGN_NICKNAME = Decoder
export VERILOG_FILES = /design/flow/design.v
export SDC_FILE = /design/flow/constraint.sdc
export NUM_CORES = 4
export LEC_CHECK = 1
export CORE_AREA = 10 10 70 70
export DIE_AREA = 0 0 80 80
==> out/metrics.cfg <==
[synth]
topCellsByArea = nor4b_2 (26%), and4b_1 (17%), and4bb_1 (16%)
ys_cells = 20
ys_chip_area_um2 = 231
synth_cell_types = 9
synth_area_per_cell_um2 = 11.6
yosysWarnings = 1
top_area_cell = nor4b_2
synth_cells = 20
yosysTopAreaCellShare_pct = 25.9
synth_area_um2 = 231
yosysSeqAreaShare_pct = 0

[grt]
grt_overflow = 0
grt_antenna_before_repair = 0
grt_pass1_wl_mm = 1.74
grt_start_max_net_pins = 8
grt_pass1_vias = 323
track_usage_pct = 3.21

[worst_setup_path]
slowest_stage = nor4_4
worstSetupPathType = in -> out
crit_required_ps = 800
critPathMaxFanout = 5
crit_path_cell_trace = buf_8 > buf_6 > buf_6 > buf_6 > nor4_4 > buf_2
critPathCaptureType = output port
crit_buf_inv = 5
cp_common_cell = buf_6
cp_top_family = buffers and inverters
slowest_delay_ps = 180
crit_arrival_ps = 950
start_kind = input pin

[sta]
fmax_mhz = 869
timing.final.crit_share_pct = 115
grt_setup_unrepaired = yes
worst_slew_pin_slew_ps = 208
period_needed_ps = 1150
fin_tns_setup_ps = -1070
finalHoldViolCount = 0
fin_ws_ps = -151
slew_headroom_pct = 86.1
setup_viol = 13
drv_slew = 0

[detailed_routing]
drt_wl_total_mm = 1.16
first_pass_iters = 2
vias = 340
postRouteAntennaNets = 0
antenna_cells = 0
routedWlPerCell_um = 11.3
routed_via_density = 3.30
drc = 0
drt-initial-drc-count = 16

[outcome]
status = finished with violations
violations = negative setup slack

[job]
warnings = 34
cap_violations = 0

[floorplan]
die_area_mm2 = 0.00640
ios = 20
fp_util_pct = 6.78
fp.dieH_um = 80
coreArea_mm2 = 0.00342
rows = 21
die_w_um = 80

[placement]
place_area_um2 = 504
portBuffers = 20
routabilityCongestion = 0.710
dp_hpwl_um = 762

[pwr]
powerDensity_mw_per_mm2 = 320
leakage_uw = 0.000336
peakVddDrop_uv = 66.6

[finish]
clock_buffers = 0
ff_latch_area_um2 = 0
stdcell_area_um2 = 664
areaGrowthSynthToFinish_pct = 187
most-common-layout-cells = buf_2 (16), buf_6 (15), buf_4 (6)
drive_above_1_share_pct = 86.0
flops = 0
mostFrequentLayoutCell = buf_2

[hold_path]
min_path_type = in -> out

-- stage by stage --
stage / setup slack (ps) / hold slack (ps) / power (uW) / util (%) / std cells
global route: -174 / 651 / 228 / 19.5 / 103
finish: -151 / 634 / 213 / 19.5 / 103
global placement: -943 / 1510 / 122 / 14.8 / 89
floorplan: 264 / 413 / 53.1 / - / 20
detailed placement: -916 / 1500 / 124 / 14.8 / 89
CTS: -123 / 640 / 179 / 17.3 / 100
-- metal layers --
metal,GRT usage [%],vias to the layer above,wire [um]
met2,4.25,17,438
met1,4.42,160,528
met4,0,0,0
met3,2.16,0,194
li1,-,163,-
met5,0,-,0
-- power by group --
group | switching [uW] | leakage, uW | internal, uW
combinational | 76.1 | 0.000336 | 137
clock | 0 | 0 | 0
sequential | 0 | 0 | 0
total | 76.1 | 0.000336 | 137
-- Yosys cell counts --
library cell	n
buf_6	2
and4_1	1
and4bb_1	3
buf_4	2
nor4b_2	4
and4bb_2	2
nor4_2	1
and4b_1	4
nor4bb_1	1
-- tightest hold or removal path: cells and delay by family --
family        cells  cell delay, ps
buf+inv           2             200
simple gates      1              40
-- repair_timing --
action | in CTS | in global routing
gates resized | 92 | 10
setup buffers | 10 | 3
hold buffers | 0 | 0
cloned | 2 | 0
pin swaps | 13 | 4
setup endpoints to repair | 16 | 14
-- worst paths after layout --
check | startpoint | end | slack [ps] | depth (start not counted)
worst max-delay path | A[3] | D[0] | -150 | 6
worst min-delay path | A[0] | D[12] | 630 | 3
-- final cells by class --
class / instances / area [um2]
multi-input cells: 16 / 253
repair buffers: 41 / 354
well taps: 46 / 57.6
fillers: 367 / 2750
-- kinds of logic after synthesis --
family	after synthesis	share of synthesized area [%]
simple gates	16	83.8
buf+inv	4	16.2
No activity file was given, so power comes from the tool's default toggle rates.
