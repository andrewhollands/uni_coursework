==> flow/design.v <==
module F1(
  input W,
  input X,
  input Y,
  input Z,
  output F1_out
  );
  assign F1_out = (W & X & Y & Z) | (W & ~X & ~Y & Z);
endmodule
module TwoBitAdder(
  input [1:0] X,
  input [1:0] Y,
  output [1:0] Sum,
  output Cout
  );
  assign Sum[0] = X[0] | Y[0];
  assign Sum[1] = X[1] | Y[1];
  assign Cout = (X[1] & Y[1]) | (X[0] & Y[0]);
endmodule
module RAM_1(
  input CLK,
  input WE,
  input [3:0] A,
  input W,
  input X,
  input Y,
  input Z,
  input [1:0] Xi,
  input [1:0] Yi,
  output [3:0] Do
  );
  wire [3:0] Di;
  reg [3:0] RAM [31:0];
  F1 f1(.W(W), .X(X), .Y(Y), .Z(Z), .F1_out(Di[0]));
  TwoBitAdder twoBitAdder(.X(Xi[1:0]), .Y(Yi[1:0]), .Sum(Di[2:1]), .Cout(Di[3]));
  always@(posedge CLK)
    begin
      if(WE)
        RAM[A] <= Di;
    end
  assign Do = RAM[A];
endmodule
module RAM_Sim(
  );
  reg CLK_t;
  reg WE_t;
  reg [3:0] A_t;
  reg W_t;
  reg X_t;
  reg Y_t;
  reg Z_t;
  reg [1:0] Xi_t;
  reg [1:0] Yi_t;
  wire [3:0] Do_t;
  RAM_1 UUT(
    .CLK(CLK_t),
    .WE(WE_t),
    .A(A_t),
    .W(W_t),
    .X(X_t),
    .Y(Y_t),
    .Z(Z_t),
    .Xi(Xi_t),
    .Yi(Yi_t),
    .Do(Do_t)
    );
  initial begin
    CLK_t = 1'b0;
    WE_t = 1'b1;
    A_t = 4'b0000;
    W_t = 1'b0;
    X_t = 1'b0;
    Y_t = 1'b0;
    Z_t = 1'b0;
    Xi_t = 2'b00;
    Yi_t = 2'b00;
  end
  always #5 CLK_t = ~CLK_t;
  always #15 A_t = A_t + 1;
  always #80 W_t = ~W_t;
  always #40 X_t = ~X_t;
  always #20 Y_t = ~Y_t;
  always #10 Z_t = ~Z_t;
  always #40 Xi_t = Xi_t + 1;
  always #10 Yi_t = Yi_t + 1;
endmodule
==> flow/run.sh <==
#!/bin/bash
# OpenROAD 26Q1-2900-gdf79404cd8, Yosys 0.63+post, stock flow scripts
make -C /OpenROAD-flow-scripts/flow DESIGN_CONFIG=/design/flow/config.mk WORK_HOME=/design/flow/orfs finish
==> flow/config.mk <==
export PLATFORM = sky130hd
export DESIGN_NAME = RAM_1
export DESIGN_NICKNAME = RAM_1
export VERILOG_FILES = /design/flow/design.v
export SDC_FILE = /design/flow/constraint.sdc
export NUM_CORES = 4
export LEC_CHECK = 1
export CORE_UTILIZATION = 30
==> flow/constraint.sdc <==
current_design RAM_1

set clk_period 1.6
set clk_io_pct 0.2

create_clock -name clk0 -period $clk_period [get_ports {CLK}]

set non_clock_inputs [all_inputs -no_clocks]
set_input_delay [expr $clk_period * $clk_io_pct] -clock clk0 $non_clock_inputs
set_output_delay [expr $clk_period * $clk_io_pct] -clock clk0 [all_outputs]
==> out/results.ini <==
[outcome]
status = complete, but fails checks
failed_checks = setup timing

[clock_tree]
htree_levels = 3
count_of_clock_tree_sinks = 64
number_of_buffers_created_by_cts = 9
root_buffer = sky130_fd_sc_hd__clkbuf_8
maximum_clock_insertion_buffer_count = 2
path_clk_slew_ps = 70
tritoncts = yes

[global_route]
grt_use_met2_pct = 18.2
grt.busiest_layer = met2
grt_pass1_vias = 1526
grt_first_pass_wirelength_um = 7730
track_usage_pct = 12.6
grt_antenna_before_repair = 0
grt_start_max_net_pins = 17
grt_use_met3_pct = 8.52
grt_use_met1_pct = 16.8
grt_overflow = 0

[worst_hold_path]
worst_hold_path_type = in2reg
min_from = A[0]

[die]
coreArea_mm2 = 0.00834
top_level_ports = 18
floorplan.die.height_um = 95.4
die-area_mm2 = 0.00909
floorplanUtilization_pct = 31.4
die_x_um = 95.4
floorplan.rows = 33

[worst_setup_path]
critPathSlowestCell = sky130_fd_sc_hd__mux4_2
cp_max_fo = 1
worst_path_dominant_cell_family = multiplexers
worstSetupStartpoint = RAM[2][1]
end_kind = output pin
cpPeakStageDelay_ps = 490
cp_num_buf_inv = 1
worst-endpoint-arrival_ps = 1600
critical_path.cell_chain = mux4_2 -> a22oi_2 -> nand3_1 -> buf_2
critical_path.startpoint_type = flip-flop
worst_ep_required_time_ps = 1280
critical_path_class = reg2out

[final_timing]
rsz0062_at_grt = yes
layout_setup_ws_ps = -316
hold_ws_ps = 632
setup_viol_count_final = 4
max_slew.worst_pin.slew_ps = 593
fmaxAchievable_mhz = 522
totalNegativeSetupSlack_ps = -1160
min_period_ps = 1920
final_min_period_over_clock_period_pct = 120
report.final.slew_viol_count = 0
timing.max_slew.rel_slack_pct = 60.5
hold_violations = 0

[placed_design]
port-buffer-count = 17
postPlaceCellArea_mm2 = 0.00312
gp_routability_congestion = 0.806
dp.final_hpwl_um = 3300

[routing]
routed_via_density = 4.78
antenna_left = 0
num_antenna_cells = 0
wl_per_cell_um = 16.8
dr.first_iter.drc_count = 76
detailroute.via_count = 1433
detail_route.wirelength_um = 5040
iteration_count_of_the_initial_detailed_routing_pass = 4
route.detailed.drc = 0

[cells_and_area]
post-route-cell-area_mm2 = 0.00340
layout.core_utilization_pct = 40.7
final.fill_count = 743
syn_to_final_growth_pct = 29.9
largest_reg_flops = 64
fraction_of_final_layout_cells_sized_beyond_drive_strength_1_pct = 40.5
registers.top_by_ff_count = RAM
layout_top_registers = RAM x64

[run]
timing.max_cap.violations = 0
log.warning_count = 27

[power]
power_per_cell_area_mw_per_mm2 = 1030
finalPower_mw = 3.49
max-vdd-ir-drop_v = 0.000365
cellLeakagePower_nw = 1.18

[synthesis]
yosysWarnings = 1
part_of_the_yosys_area_used_for_sequential_elements_pct = 73.5
post_synth_area_from_yosys_stat_mm2 = 0.00262
synth-seq-cells = 64
postSynthAreaPerCell_um2 = 19.5
synthesis.area_mm2 = 0.00262
synthCells = 134
synth_stat.cells = 134
yosys.cell_types.count = 22

[path summary, 6_finish.rpt]
kind	end	slack [ps]	cells past startpoint
worst max-delay path	Do[1]	-320	4
worst min-delay path	RAM[0][3]	630	4
[cell type report]
type	instances	area, µm²	share of cell area [%]
Tap cell	105	131	3.87
Timing Repair Buffer	52	495	14.6
Clock inverter	7	71.3	2.10
Sequential cell	64	1920	56.6
Clock buffer	9	124	3.65
Multi-Input combinational cell	63	652	19.2
[stage by stage]
stage                     std cells  worst slack, ps
after floorplan                 134             16.3
after CTS                       299             -345
final                           300             -316
after detailed placement        280             -995
after global routing            300             -391
after global placement          280            -1000
[cells in the mapped netlist]
library cell / instances / area share, %
sky130_fd_sc_hd__a22o_1: 1 / 0.33
sky130_fd_sc_hd__a22oi_1: 3 / 0.86
sky130_fd_sc_hd__a22oi_2: 1 / 0.48
sky130_fd_sc_hd__and3_1: 1 / 0.24
sky130_fd_sc_hd__buf_12: 1 / 0.77
sky130_fd_sc_hd__buf_2: 3 / 0.57
sky130_fd_sc_hd__buf_4: 1 / 0.29
sky130_fd_sc_hd__buf_6: 1 / 0.43
sky130_fd_sc_hd__clkbuf_1: 1 / 0.14
sky130_fd_sc_hd__edfxtp_1: 64 / 73
sky130_fd_sc_hd__mux4_1: 6 / 6.0
sky130_fd_sc_hd__mux4_2: 10 / 8.6
sky130_fd_sc_hd__nand2_1: 5 / 0.72
sky130_fd_sc_hd__nand2b_1: 2 / 0.48
sky130_fd_sc_hd__nand3_1: 9 / 1.7
sky130_fd_sc_hd__nand3b_1: 2 / 0.57
sky130_fd_sc_hd__nor2_1: 13 / 1.9
sky130_fd_sc_hd__nor2b_1: 2 / 0.48
sky130_fd_sc_hd__nor3_1: 4 / 0.77
sky130_fd_sc_hd__or2_2: 2 / 0.48
sky130_fd_sc_hd__or3b_2: 1 / 0.33
sky130_fd_sc_hd__xnor2_1: 1 / 0.33
[power breakdown]
part	switching, mW	leakage (nW)	total, mW	internal, mW
registers	0.00758	0.589	1.89	1.88
clock network	0.598	0.0916	1.32	0.717
logic	0.128	0.496	0.281	0.153
[cell usage in the layout, fill, tap and decap left out, drive strengths merged]
cell type	synthesis	final
clkdlybuf4s50	0	9
clkbuf	1	10
nand3b	2	2
nand2b	2	2
clkinvlp	0	3
nand2	5	5
bufbuf	0	1
nor2	13	13
nand3	9	9
buf	6	38
or3b	1	1
nor3	4	4
clkinv	0	2
bufinv	0	1
dlygate4sd2	0	2
a22oi	4	4
mux4	16	16
inv	0	1
and3	1	1
or2	2	2
xnor2	1	1
edfxtp	64	64
clkdlybuf4s15	0	1
a22o	1	1
nor2b	2	2
[cell families (layout without fill, tap and decap cells)]
| kind of cell | count (synthesis) | count (layout) | synth area share [%] |
|---|---|---|---|
| AND/OR/NAND/NOR | 41 | 41 | 7.66 |
| AND-OR/OR-AND | 5 | 5 | 1.67 |
| buffers and inverters | 7 | 68 | 2.20 |
| multiplexers | 16 | 16 | 14.6 |
| flip-flops | 64 | 64 | 73.5 |
| XOR/XNOR | 1 | 1 | 0.335 |
[layer usage]
metal	wire [µm]	vias up
li1	-	659
met5	0	-
met3	691	9
met4	88	0
met1	2080	692
met2	2180	73
[what timing repair did]
item / in CTS / in global routing
resized: 31 / 1
pin swaps: 8 / 1
cloned: 2 / 1
hold buffers: 0 / 0
buffers inserted: 1 / 0
setup endpoints to repair: 20 / 4
Power and IR drop assume default switching activity.
